<file path="design/flow/run.sh">
#!/bin/bash
# OpenROAD 26Q1-2900-gdf79404cd8, Yosys 0.63+post, stock flow scripts
make -C /OpenROAD-flow-scripts/flow DESIGN_CONFIG=/design/flow/config.mk WORK_HOME=/design/flow/orfs finish
</file>
<file path="design/flow/config.mk">
export PLATFORM = sky130hd
export DESIGN_NAME = yqc_jisuanqi
export DESIGN_NICKNAME = yqc_jisuanqi
export VERILOG_FILES = /design/flow/design.v
export SDC_FILE = /design/flow/constraint.sdc
export NUM_CORES = 4
export LEC_CHECK = 1
export CORE_UTILIZATION = 40
</file>
<file path="design/flow/constraint.sdc">
current_design yqc_jisuanqi

set clk_period 16.5
set clk_io_pct 0.2

create_clock -name clk0 -period $clk_period [get_ports {clk}]

set non_clock_inputs [all_inputs -no_clocks]
set_input_delay [expr $clk_period * $clk_io_pct] -clock clk0 $non_clock_inputs
set_output_delay [expr $clk_period * $clk_io_pct] -clock clk0 [all_outputs]
</file>
<file path="design/flow/design.v">
module display_control(
    input clk,
    input rst,
    input [15:0] data_in,
    input overflow,
    output reg [7:0] data_out,
    output reg [3:0] seg,
    output reg [3:0] dig
);
    reg [3:0] display_digit;
    reg [1:0] scan_count;
    always @(posedge clk or posedge rst) begin
        if (rst) begin
            data_out <= 0;
            seg <= 0;
            dig <= 0;
            display_digit <= 0;
            scan_count <= 0;
        end
        else begin
            case (scan_count)
                2'b00: begin
                    display_digit <= data_in[3:0];
                    dig <= 4'b0111;
                end
                2'b01: begin
                    display_digit <= data_in[7:4];
                    dig <= 4'b1011;
                end
                2'b10: begin
                    display_digit <= data_in[11:8];
                    dig <= 4'b1101;
                end
                2'b11: begin
                    display_digit <= data_in[15:12];
                    dig <= 4'b1110;
                end
            endcase
            case (display_digit)
                4'b0000: seg <= 7'b0000001;
                4'b0001: seg <= 7'b1001111;
                4'b0010: seg <= 7'b0010010;
                4'b0011: seg <= 7'b0000110;
                4'b0100: seg <= 7'b1001100;
                4'b0101: seg <= 7'b0100100;
                4'b0110: seg <= 7'b0100000;
                4'b0111: seg <= 7'b0001111;
                4'b1000: seg <= 7'b0000000;
                4'b1001: seg <= 7'b0000100;
                default: seg <= 7'b1111111;
            endcase
            scan_count <= scan_count + 1;
            if (scan_count == 4)
                scan_count <= 0;
            if (overflow)
                data_out <= 8'hFF;
            else
                data_out <= data_in[7:0];
        end
    end
endmodule
module operation_control(
    input clk,
    input rst,
    input [3:0] key,
    input [7:0] data_in,
    output reg [15:0] result,
    output reg overflow,
    output reg div_error
);
    reg [15:0] num1;
    reg [15:0] num2;
    reg [2:0] operation;   
    always @(posedge clk or posedge rst) begin
        if (rst) begin
            num1 <= 0;
            num2 <= 0;
            result <= 0;
            overflow <= 0;
            div_error <= 0;
            operation <= 0;
        end
        else begin
            case (key)
                4'b0000: begin   
                    num1 <= data_in;
                end
                4'b0001: begin   
                    num2 <= data_in;
                end
                4'b0010: begin   
                    operation <= 3'b000;
                end
                4'b0011: begin   
                    operation <= 3'b001;
                end
                4'b0100: begin   
                    operation <= 3'b010;
                end
                4'b0101: begin   
                    operation <= 3'b011;
                end
                4'b1000: begin   
                    num1 <= 0;
                    num2 <= 0;
                    result <= 0;
                    overflow <= 0;
                    div_error <= 0;
                    operation <= 0;
                end
                default: ;
            endcase
            case (operation)
                3'b000: begin   
                    result <= num1 + num2;
                    overflow <= (num1[15] == num2[15]) && (result[15]!= num1[15]);   
                end
                3'b001: begin   
                    result <= num1 - num2;
                    overflow <= (num1[15]!= num2[15]) && (result[15]!= num1[15]);   
                end
                3'b010: begin   
                    result <= num1 * num2;
                    overflow <= (result > 16'hFFFF);   
                end
                3'b011: begin   
                    if (num2 == 0) begin
                        div_error <= 1;
                        result <= 0;
                    end
                    else begin
                        result <= num1 / num2;
                        div_error <= 0;
                    end
                end
            endcase
        end
    end
endmodule
module yqc_jisuanqi(
    input clk,               
    input rst,               
    input [3:0] key,         
    input [7:0] data_in,     
    output wire [7:0] data_out,   
    output wire [3:0] seg,    
    output wire [3:0] dig     
);
    wire [15:0] result;
    wire overflow;
    wire div_error;
    operation_control u_operation_control(
     .clk(clk),
     .rst(rst),
     .key(key),
     .data_in(data_in),
     .result(result),
     .overflow(overflow),
     .div_error(div_error)
    );
    display_control u_display_control(
     .clk(clk),
     .rst(rst),
     .data_in(result),
     .overflow(overflow),
     .data_out(data_out),
     .seg(seg),
     .dig(dig)
    );
endmodule
</file>
==> writeup.txt <==
The run finished, with violations left. The checks that failed: negative setup slack. The measured slew at the worst slew-check pin is 836 ps, and the instance count along the most critical hold path is 1. Looking at the clock tree report, the H-tree level count equals 3. The final report gives the standard cell area, fillers excluded, as 16300 µm².

Summed over all layers, the global routing overflow is 0. The tools report the critical hold path startpoint as u_display_control.scan_count[0]$_DFF_PP0_. The logs give 2 for the tally of yosys warning messages and 11600 for the number of vias in the routed layout.

The logs give 25.9% for the overall routing resource usage and 27 for the first-pass detailed-route iteration total. The tools report the launching instance or port of the critical path as u_operation_control.num2[1]$_DFFE_PP0P_.

The mean number of vias per cell came out at 5.42. In the synthesized netlist, the number of instances is 1345. The worst setup path is captured at a flop.

The routed design ends up with an antenna cell count of 0. With the instance area at placement at 14200 µm², the average instance area after synthesis is 7.98 µm². The worst setup path is launched from a flop.

The final critical path takes up 154% of the cycle. The width of the chip came out at 166 µm. The run gives 81 for the number of distinct library cells after synthesis. The most used cell along the critical path is sky130_fd_sc_hd__o21a_1. The logs give -8910 ps for the setup slack after layout and -26300 ps for the setup TNS after final layout. The chip area from the yosys synthesis statistics came out at 10700 µm². The number of antenna violations at the first check in global routing was 0; the core utilization at floorplan was 40.9%.

The run gives 7 for the buffering stage count on the worst path with inverters included. Along the worst path, the maximum fanout reaches 7. Setup repair after global routing could not meet its margin everywhere. The worst hold path class is flop to flop. The critical path's top delay family was AND-OR/OR-AND gates. The logs give a warning total of 38. The CTS clock-pin slew for the worst setup and hold paths came out at 60 ps. The most common cell after layout, fill and taps aside was sky130_fd_sc_hd__buf_4. TritonCTS built the clock tree. Counting the fill cells in the layout gives 2015. The worst register-to-register path has a setup slack of -8910 ps. For this run the detailed placement stage logged an HPWL of 25700 µm. Per the OpenROAD floorplan log, the height of the die is 166 µm. For the number of standard cells reported by yosys, the log shows 1345. Pins over their slew limit in the final report were tallied at 0. For the tally of max-capacitance violations, the log shows 0. Number of enable flip-flop cells: 0. Weighted congestion at the end of routability-driven global placement: 0.971.

The core region is 26200 µm². The largest stage delay on the critical path is 550 ps. The total CTS buffers was 9. The critical path is of the flop to flop type. With the average wire per standard cell at 16.7 µm, the total count of hold-check failures in the final report is 0. The run gives 44.1% as the relative slew slack.

Across the routed clock network, the largest skew measured is 7.91 ps. Logic depth along the worst register-to-register path is recorded as 139. For the remaining antenna violation count after routing, the log shows 0.

The tools report the data required time of the critical path as 16670 ps. The run gives 53 as the pin count of the biggest net entering global routing. The launch point of the worst register-to-register path is recorded as u_operation_control.num2[1]$_DFFE_PP0P_.

The sequential share of the synthesized area was 13.8%. The count of buffers from port buffering came out at 29. The tools report the worst hold endpoint as u_display_control.scan_count[0]$_DFF_PP0_. For the netlist area before placement, the log shows 10700 µm².

After floorplanning, the core was divided into 59 placement rows. The minimum clock period after layout was 25410 ps. The most common logic cells in the final layout are sky130_fd_sc_hd__buf_4, sky130_fd_sc_hd__ha_1, sky130_fd_sc_hd__inv_1.

The total DRC errors in the routed layout is 0. According to the floorplan report, the total die area is 27500 µm². Wire length of the first global-routing pass: 56300 µm.

The endpoint identified for the worst register-to-register timing path is u_operation_control.result[0]$_DFFE_PP0P_. Of all flip-flops after synthesis, the portion carrying an async set or reset was 100%. The tools report the number of global-route vias before repair as 11000.

30 I/O pins were placed. For the worst-skew pair later-pin latency, the log shows 330 ps. The wire length recorded after detailed routing is 35800 µm.

The run gives -9720 ps for the post-placement worst setup slack. The clock tree has to reach 59 sinks. The OpenROAD report gives the critical path a data arrival time of 25580 ps. The synthesis-to-finish area growth works out to 52.1%.

After synthesis the netlist holds a flip-flop and latch count of 59. Clock tree synthesis selected as its root buffer the cell sky130_fd_sc_hd__clkbuf_16. The dominant register cell in the synthesized netlist was sky130_fd_sc_hd__dfrtp_1. The tools report the count of endpoints failing setup in the final report as 5. The slowest stage of the critical path is the sky130_fd_sc_hd__or4_4 cell. The post-route netlist has 37.6% of its cells at a drive strength greater than 1. The maximum number of buffers from clock root to sink is 2. Derived from the worst setup path, the maximum achievable clock frequency is 39.4 MHz. Number of DRC markers after the initial detailed-route iteration: 731.
## state kept, by name (all words and copies together) (netlist names)
| signal | flops |
|---|---|
| u_display_control.data_out | 8 |
| u_display_control.dig | 4 |
| u_display_control.display_digit | 4 |
| u_display_control.scan_count | 2 |
| u_display_control.seg | 4 |
| u_operation_control.num1 | 8 |
| u_operation_control.num2 | 8 |
| u_operation_control.operation | 4 |
| u_operation_control.overflow | 1 |
| u_operation_control.result | 16 |
## synth_stat cells (6+ instances only)
| cell | count | area [µm²] |
|---|---|---|
| sky130_fd_sc_hd__and2_1 | 21 | 131 |
| sky130_fd_sc_hd__mux2i_1 | 12 | 120 |
| sky130_fd_sc_hd__o21bai_1 | 14 | 105 |
| sky130_fd_sc_hd__fa_1 | 36 | 721 |
| sky130_fd_sc_hd__buf_2 | 6 | 30.0 |
| sky130_fd_sc_hd__a22o_1 | 8 | 70.1 |
| sky130_fd_sc_hd__xnor2_1 | 40 | 350 |
| sky130_fd_sc_hd__nand2b_1 | 18 | 113 |
| sky130_fd_sc_hd__xor2_1 | 23 | 201 |
| sky130_fd_sc_hd__o2111ai_1 | 9 | 78.8 |
| sky130_fd_sc_hd__dfrtp_1 | 58 | 1450 |
| sky130_fd_sc_hd__nor2_1 | 118 | 443 |
| sky130_fd_sc_hd__a21o_1 | 21 | 158 |
| sky130_fd_sc_hd__nand3_1 | 21 | 105 |
| sky130_fd_sc_hd__a21oi_1 | 82 | 410 |
| sky130_fd_sc_hd__a211oi_1 | 10 | 75.1 |
| sky130_fd_sc_hd__inv_1 | 117 | 439 |
| sky130_fd_sc_hd__clkbuf_1 | 36 | 135 |
| sky130_fd_sc_hd__mux2_2 | 18 | 203 |
| sky130_fd_sc_hd__ha_1 | 177 | 2210 |
| sky130_fd_sc_hd__nor3_1 | 53 | 265 |
| sky130_fd_sc_hd__o31ai_1 | 20 | 150 |
| sky130_fd_sc_hd__nor2b_1 | 15 | 93.8 |
| sky130_fd_sc_hd__a31oi_1 | 11 | 68.8 |
| sky130_fd_sc_hd__or3_1 | 18 | 113 |
| sky130_fd_sc_hd__nand3b_1 | 6 | 45.0 |
| sky130_fd_sc_hd__a222oi_1 | 11 | 110 |
| sky130_fd_sc_hd__o221ai_1 | 6 | 52.6 |
| sky130_fd_sc_hd__o21ai_0 | 59 | 295 |
| sky130_fd_sc_hd__o21a_1 | 50 | 375 |
| sky130_fd_sc_hd__o211ai_1 | 11 | 82.6 |
| sky130_fd_sc_hd__o22ai_1 | 6 | 37.5 |
| sky130_fd_sc_hd__nand2_1 | 112 | 420 |
| sky130_fd_sc_hd__or2_2 | 16 | 100 |
## area by class of cell
cell class | count | area, µm² | share of cell area [%]
clock inverters | 7 | 98.8 | 0.606
inverters | 120 | 454 | 2.78
flip-flops and latches | 59 | 1480 | 9.06
clock buffers | 9 | 225 | 1.38
repair buffers | 487 | 3800 | 23.3
well taps | 335 | 419 | 2.57
multi-input cells | 1127 | 9840 | 60.3
## how the worst max path moves through the flow
stage,to,slack [ps],cells after the start
5_1_grt,u_operation_control.result[0]$_DFFE_PP0P_,-10370,137
6_report,u_operation_control.result[0]$_DFFE_PP0P_,-8910,139
4_1_cts,u_operation_control.result[0]$_DFFE_PP0P_,-8610,133
## logic make-up after synthesis
family	share of synthesized area, %
other cells	0.0350
compound gates	24.0
flops	13.8
fa+ha+maj	27.4
buf+inv	6.02
xor+xnor	5.14
mux	3.67
simple gates	20.0
## routing by layer
metal	share of wire [%]	wire, µm	GRT usage [%]	up-vias
met2	44	15800	40.6	274
met4	1.8	656	3.94	0
li1	-	-	-	5799
met5	0	0	0	-
met1	48	17200	39.3	5508
met3	6.0	2150	3.59	42
## what timing repair did
item,CTS,global route
endpoints found under the hold margin,0,0
pin swaps,70,71
hold buffers,0,0
setup endpoints to repair,5,5
resized,76,93
buffers inserted,81,42
## stage by stage
step,std cells,utilization (%),hold slack [ps]
final,2144,62.3,515
after detailed placement,2010,54.3,502
after global placement,2010,54.3,492
after floorplan,1352,-,460
after global routing,2144,62.3,557
after CTS,2106,59.2,513
